==> flow/design.v <==
module simple_spi_wb_bridge (
    input wire clk,
    input wire rst,
    input wire spi_sclk,
    input wire spi_mosi,
    output wire spi_miso,
    input wire spi_cs_n,
    output reg [15:0] wb_adr_o,
    output reg [7:0] wb_dat_o,
    input wire [7:0] wb_dat_i,
    output reg wb_we_o,
    output reg wb_cyc_o,
    output reg wb_stb_o,
    input wire wb_ack_i
);
    reg spi_cs_n_d1, spi_cs_n_d2, spi_cs_n_d3;
    reg spi_sclk_d1, spi_sclk_d2, spi_sclk_d3;
    reg spi_mosi_d1, spi_mosi_d2;
    always @(posedge clk) begin
        spi_cs_n_d1 <= spi_cs_n;
        spi_cs_n_d2 <= spi_cs_n_d1;
        spi_cs_n_d3 <= spi_cs_n_d2;
        spi_sclk_d1 <= spi_sclk;
        spi_sclk_d2 <= spi_sclk_d1;
        spi_sclk_d3 <= spi_sclk_d2;
        spi_mosi_d1 <= spi_mosi;
        spi_mosi_d2 <= spi_mosi_d1;
    end
    wire spi_cs_active = !spi_cs_n_d2;
    wire spi_sclk_posedge = spi_sclk_d2 && !spi_sclk_d3;
    wire spi_sclk_negedge = !spi_sclk_d2 && spi_sclk_d3;
    reg [2:0] bit_count;
    reg [7:0] byte_shift;
    reg [2:0] byte_count;
    reg [7:0] cmd;
    reg [7:0] addr_high;
    reg [7:0] addr_low;
    reg [15:0] addr;
    reg [7:0] data_in;
    reg transaction_complete;
    reg is_read;
    reg start_read;
    reg [7:0] tx_shift;
    reg [7:0] read_data;
    reg read_data_valid;
    reg tx_active;
    assign spi_miso = tx_shift[7];
    localparam WB_IDLE = 2'd0;
    localparam WB_WAIT_ACK = 2'd1;
    localparam WB_DONE = 2'd2;
    reg [1:0] wb_state;
    always @(posedge clk or posedge rst) begin
        if (rst) begin
            bit_count <= 0;
            byte_shift <= 0;
            byte_count <= 0;
            cmd <= 0;
            addr_high <= 0;
            addr_low <= 0;
            addr <= 0;
            data_in <= 0;
            transaction_complete <= 0;
            is_read <= 0;
            start_read <= 0;
        end else begin
            transaction_complete <= 0;
            start_read <= 0;
            if (!spi_cs_active) begin
                bit_count <= 0;
                byte_count <= 0;
                is_read <= 0;
            end else if (spi_sclk_posedge) begin
                byte_shift <= {byte_shift[6:0], spi_mosi_d2};
                bit_count <= bit_count + 1;
                if (bit_count == 3'd7) begin
                    bit_count <= 0;
                    case (byte_count)
                        3'd0: begin
                            cmd <= {byte_shift[6:0], spi_mosi_d2};
                            is_read <= ({byte_shift[6:0], spi_mosi_d2} == 8'h00);
                        end
                        3'd1: addr_high <= {byte_shift[6:0], spi_mosi_d2};
                        3'd2: begin
                            addr_low <= {byte_shift[6:0], spi_mosi_d2};
                            addr <= {addr_high, {byte_shift[6:0], spi_mosi_d2}};
                            if (is_read) begin
                                start_read <= 1;
                            end
                        end
                        3'd3: begin
                            data_in <= {byte_shift[6:0], spi_mosi_d2};
                            if (!is_read) begin
                                transaction_complete <= 1;
                            end
                        end
                    endcase
                    if (byte_count < 3'd7)
                        byte_count <= byte_count + 1;
                end
            end
        end
    end
    reg [2:0] tx_bit_count;
    reg tx_data_loaded;
    reg first_bit_sent;   
    always @(posedge clk or posedge rst) begin
        if (rst) begin
            tx_shift <= 8'hFF;
            tx_active <= 0;
            tx_bit_count <= 0;
            tx_data_loaded <= 0;
            first_bit_sent <= 0;
        end else begin
            if (!spi_cs_active) begin
                tx_shift <= 8'hFF;
                tx_active <= 0;
                tx_bit_count <= 0;
                tx_data_loaded <= 0;
                first_bit_sent <= 0;
            end else begin
                if (read_data_valid && !tx_data_loaded) begin
                    tx_shift <= read_data;
                    tx_active <= 1;
                    tx_bit_count <= 0;
                    tx_data_loaded <= 1;
                    first_bit_sent <= 0;   
                end else if (spi_sclk_posedge && tx_active && !first_bit_sent) begin
                    first_bit_sent <= 1;
                end else if (spi_sclk_negedge && tx_active && first_bit_sent && tx_bit_count < 3'd7) begin
                    tx_shift <= {tx_shift[6:0], 1'b1};
                    tx_bit_count <= tx_bit_count + 1;
                end
            end
        end
    end
    always @(posedge clk or posedge rst) begin
        if (rst) begin
            wb_state <= WB_IDLE;
            wb_adr_o <= 0;
            wb_dat_o <= 0;
            wb_we_o <= 0;
            wb_cyc_o <= 0;
            wb_stb_o <= 0;
            read_data <= 8'hFF;
            read_data_valid <= 0;
        end else begin
            case (wb_state)
                WB_IDLE: begin
                    wb_cyc_o <= 0;
                    wb_stb_o <= 0;
                    if (!spi_cs_active) begin
                        read_data_valid <= 0;
                    end
                    if (start_read) begin
                        wb_adr_o <= addr;
                        wb_we_o <= 0;
                        wb_cyc_o <= 1;
                        wb_stb_o <= 1;
                        wb_state <= WB_WAIT_ACK;
                        read_data_valid <= 0;
                    end
                    else if (transaction_complete && cmd == 8'h01) begin
                        wb_adr_o <= addr;
                        wb_dat_o <= data_in;
                        wb_we_o <= 1;
                        wb_cyc_o <= 1;
                        wb_stb_o <= 1;
                        wb_state <= WB_WAIT_ACK;
                    end
                end
                WB_WAIT_ACK: begin
                    if (wb_ack_i) begin
                        if (!wb_we_o) begin
                            read_data <= wb_dat_i;
                            read_data_valid <= 1;
                        end
                        wb_cyc_o <= 0;
                        wb_stb_o <= 0;
                        wb_state <= WB_DONE;
                    end
                end
                WB_DONE: begin
                    wb_state <= WB_IDLE;
                end
                default: wb_state <= WB_IDLE;
            endcase
        end
    end
endmodule
==> flow/run.sh <==
#!/bin/bash
# OpenROAD 26Q1-2900-gdf79404cd8, Yosys 0.63+post, stock flow scripts
make -C /OpenROAD-flow-scripts/flow DESIGN_CONFIG=/design/flow/config.mk WORK_HOME=/design/flow/orfs finish
==> flow/config.mk <==
export PLATFORM = sky130hd
export DESIGN_NAME = simple_spi_wb_bridge
export DESIGN_NICKNAME = simple_spi_wb_bridge
export VERILOG_FILES = /design/flow/design.v
export SDC_FILE = /design/flow/constraint.sdc
export NUM_CORES = 4
export LEC_CHECK = 1
export CORE_UTILIZATION = 30
==> flow/constraint.sdc <==
current_design simple_spi_wb_bridge

set clk_period 3.2
set clk_io_pct 0.2

create_clock -name clk0 -period $clk_period [get_ports {clk}]

set non_clock_inputs [all_inputs -no_clocks]
set_input_delay [expr $clk_period * $clk_io_pct] -clock clk0 $non_clock_inputs
set_output_delay [expr $clk_period * $clk_io_pct] -clock clk0 [all_outputs]
==> results.cfg <==
; synthesis and place-and-route metrics
[run_status]
status = finished, final reports clean

[floorplanning]
num_rows = 47
die_y_um = 133
dieArea_mm2 = 0.0178
io_pins = 42
die_x_um = 133
core_util_floorplan = 0.310
core_area_mm2 = 0.0167

[power_and_ir_drop]
ir_drop_mv = 0.322
power_frac_seq = 0.447
p_sw_frac = 0.233
switching_power_mw = 0.831
powerDensity_mw_per_mm2 = 559
cellLeakagePower_nw = 2.92
internal_power_mw = 2.74
clock_power_share = 0.519
comb_power_share = 0.035

[setup_path]
critical_path_class = reg -> reg
r2r_end = addr_high[6]$_DFFE_PP0P_
regToRegSetupSlack_ns = 0.80
critPathLaunchType = register
required_ns = 3.48
cp_max_fo = 8
cp.arrival_ns = 2.68
rr_startpoint = bit_count[0]$_DFFE_PP0P_
worstRegToRegCells = 5
cp-end-kind = register

[yosys]
yosys.area_share.xor_xnor = 0
synth_cells = 444
ys_area_mm2 = 0.00518
simple_gate_share = 0.155
synth.area.mux_share = 0.149
netlist_logic_family_top = simple AND/OR/NAND/NOR gates
ys.warnings.count = 1
yosys-stat-cells = 444
synth_top_area_share = 0.435
ys.flop_type = dfrtp_1
synthTopCellsByArea = dfrtp_1 43%, mux2_2 12%, dfstp_2 8.6%
ys_ff = 114
edf_count = 0
top_cell = dfrtp_1
synth-adder-area-share = 0.0193
synth_top_cell_by_area = dfrtp_1
synth-async-reset-ratio = 0.939
syn_area_mm2 = 0.00518
ys_top_cells_by_count = 90 x dfrtp_1, 55 x mux2_2, 33 x nand2_1
synthDistinctLibCells = 47
ys_seq_share = 0.548
synthAoiAreaFrac = 0.0964
syn_area_per_cell_um2 = 11.7

[clocking]
cts_tree = built
insertion_delay_ns = 0.41
cts-buffers-inserted = 17
ctsResizeCount = 0
postCtsHoldBufs = 0
post-cts-setup-buffers = 0
cts_root_buffer = clkbuf_16
cts_sinks = 114
clockBufferDepth = 2
htreeDepth = 4
clk_pin_slew_ns = 0.05

[min_path]
holdPathStages = 0
min_to = spi_mosi_d2$_DFF_P_
worstHoldStart = spi_mosi_d1$_DFF_P_
hold_path_class = reg -> reg

[sta]
grt_setup_unrepaired = false
fmax_mhz = 417
final.setup.tns_ns = 0
min_period_ns = 2.40
slew_violations = 0
fin_skew_ns = 0.00861
final_hold_viol_count = 0
worstMarginPinSlew_ns = 0.937
finalClockPeriodUsage = 0.749
finalSetupViolCount = 0
relSlewSlack = 0.374

[placed_design]
dp_hpwl_um = 6400
gp_congestion = 0.763
port_buffers = 41
place_inst = 679

[global_route]
grt_pass1_vias = 3521
antenna_found_initial = 0
grt_max_degree = 69
gr-usage-all-layers = 0.124
grt_pass1_wl_um = 17600
overflow = 0

[detailed_routing]
wl_um = 10100
drc = 0
avgViaCountPerCell = 5.02
dr.pass1.iters = 5
antennaDiodeCount = 0
vias = 3569
drt_iter0_drc = 150
drtAntennaViolNets = 0
wl_per_cell_um = 14.3

[job]
maxCapViolations = 0
warning_count = 28

[final_layout]
drive_gt1_frac = 0.246
layoutNonFillerInstCount = 711
area_growth_pct = 23.3
## metrics by stage
step	power (mW)	area [µm²]	hold slack (ns)	setup slack [ns]	util
2_1_floorplan	1.66	5180	0.310	1.11	-
3_3_place_gp	1.74	5800	0.314	0.937	0.347
3_5_place_dp	1.75	5800	0.317	0.862	0.347
4_1_cts	3.61	6390	0.330	0.817	0.382
5_1_grt	3.70	6390	0.332	0.649	0.382
6_report	3.57	6390	0.326	0.803	0.382
## flip-flops by register name (all words and copies together) (netlist names), 3 cells and up
register / flops
byte_count: 3
addr_high: 8
wb_dat_o: 8
bit_count: 3
wb_adr_o: 16
cmd: 8
tx_bit_count: 3
wb_state: 3
read_data: 8
byte_shift: 7
addr: 16
data_in: 8
tx_shift: 8
## power groups by stage
stage | sequential (mW) | clock [mW] | combinational, mW
6_report | 1.60 | 1.85 | 0.124
5_1_grt | 1.61 | 1.95 | 0.141
4_1_cts | 1.60 | 1.89 | 0.127
## kinds of logic after synthesis
kind of cell / count (synthesis)
adders and majority gates: 8
muxes: 66
buffers and inverters: 42
and+or+nand+nor: 144
AOI/OAI and AO/OA: 70
DFF: 114
## critical path, cell delays in order (launching register included)
cell and delay, ns:
dfrtp_1 0.37, ha_1 0.16, ha_1 0.19, nor4bb_1 0.66
nand3_1 0.48, mux2_2 0.41
## how the worst max path moves through the flow
stage	slack, ns	startpoint	cells after the start	to
CTS	0.82	bit_count[0]$_DFFE_PP0P_	5	addr_high[6]$_DFFE_PP0P_
global route	0.65	bit_count[0]$_DFFE_PP0P_	5	addr_high[5]$_DFFE_PP0P_
finish	0.80	bit_count[0]$_DFFE_PP0P_	5	addr_high[6]$_DFFE_PP0P_
## layout make-up
cell class              instances  area (µm²)
clock buffers                  18         439
clock inverters                14         151
fillers                      1572       10300
inverters                      10        41.3
multi-input cells             288        2170
flip-flops and latches        114        2840
well taps                     220         275
repair buffers                 47         468
## metal layers
metal  vias up  track usage  wire [µm]
met1      1795        0.189       4960
met3         7       0.0256        346
met2        57        0.193       4710
li1       1710            -          -
met4         0       0.0145        117
met5         -            0          0
## cell usage in the layout (no fill, tap or decap), types with 3 or more instances in the layout
master,Yosys,routed
a2111oi_0,7,7
a211oi_1,4,4
a21oi_1,7,7
a221oi_1,15,15
a41oi_1,7,7
and2_1,5,5
and3_1,17,17
buf_4,1,5
clkbuf_16,0,17
clkdlybuf4s50_1,0,41
clkinv_2,0,3
clkinvlp_4,0,3
dfrtp_1,90,90
dfstp_2,17,17
dfxtp_1,7,7
ha_1,8,8
inv_1,8,7
inv_6,0,5
mux2_2,55,55
mux2_4,8,8
mux2i_1,3,3
nand2_1,33,33
nand2b_1,7,7
nand3_1,23,23
nor2_1,11,11
nor2b_1,17,17
nor4_1,3,3
o21ai_0,21,21
or4_1,17,17
Power and IR drop assume default switching activity.
