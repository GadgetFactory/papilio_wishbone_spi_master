### design/flow/config.mk
export PLATFORM = sky130hd
export DESIGN_NAME = wb_address_decoder_4
export DESIGN_NICKNAME = wb_address_decoder_4
export VERILOG_FILES = /design/flow/design.v
export SDC_FILE = /design/flow/constraint.sdc
export NUM_CORES = 4
export LEC_CHECK = 1
export CORE_AREA = 10 10 70 70
export DIE_AREA = 0 0 80 80
### design/flow/constraint.sdc
current_design wb_address_decoder_4

set clk_period 2.3
set clk_io_pct 0.2

create_clock -name clk0 -period $clk_period

set non_clock_inputs [all_inputs -no_clocks]
set_input_delay [expr $clk_period * $clk_io_pct] -clock clk0 $non_clock_inputs
set_output_delay [expr $clk_period * $clk_io_pct] -clock clk0 [all_outputs]
### design/flow/design.v
(* keep = "true" *)
module wb_address_decoder_4 (
    input wire clk,
    input wire rst,
    input wire [15:0] wb_adr_i,
    input wire [7:0] wb_dat_i,
    output wire [7:0] wb_dat_o,
    input wire wb_cyc_i,
    input wire wb_stb_i,
    input wire wb_we_i,
    output wire wb_ack_o,
    output wire [7:0] s0_wb_adr_o,
    output wire [7:0] s0_wb_dat_o,
    input wire [7:0] s0_wb_dat_i,
    output wire s0_wb_cyc_o,
    output wire s0_wb_stb_o,
    output wire s0_wb_we_o,
    input wire s0_wb_ack_i,
    output wire [7:0] s1_wb_adr_o,
    output wire [7:0] s1_wb_dat_o,
    input wire [7:0] s1_wb_dat_i,
    output wire s1_wb_cyc_o,
    output wire s1_wb_stb_o,
    output wire s1_wb_we_o,
    input wire s1_wb_ack_i,
    output wire [7:0] s2_wb_adr_o,
    output wire [7:0] s2_wb_dat_o,
    input wire [7:0] s2_wb_dat_i,
    output wire s2_wb_cyc_o,
    output wire s2_wb_stb_o,
    output wire s2_wb_we_o,
    input wire s2_wb_ack_i,
    output wire [14:0] s3_wb_adr_o,
    output wire [7:0] s3_wb_dat_o,
    input wire [7:0] s3_wb_dat_i,
    output wire s3_wb_cyc_o,
    output wire s3_wb_stb_o,
    output wire s3_wb_we_o,
    input wire s3_wb_ack_i
);
    wire sel_s3 = !wb_adr_i[15];                                     
    wire sel_s0 = wb_adr_i[15] && (wb_adr_i[14:8] == 7'h00);        
    wire sel_s1 = wb_adr_i[15] && (wb_adr_i[14:8] == 7'h01);        
    wire sel_s2 = wb_adr_i[15] && (wb_adr_i[14:9] >= 6'h01);        
    assign s0_wb_adr_o = wb_adr_i[7:0];    
    assign s0_wb_dat_o = wb_dat_i;
    assign s1_wb_adr_o = wb_adr_i[7:0];
    assign s1_wb_dat_o = wb_dat_i;
    assign s2_wb_adr_o = wb_adr_i[7:0];
    assign s2_wb_dat_o = wb_dat_i;
    assign s3_wb_adr_o = wb_adr_i[14:0];   
    assign s3_wb_dat_o = wb_dat_i;
    assign s0_wb_cyc_o = wb_cyc_i && sel_s0;
    assign s0_wb_stb_o = wb_stb_i && sel_s0;
    assign s0_wb_we_o = wb_we_i;
    assign s1_wb_cyc_o = wb_cyc_i && sel_s1;
    assign s1_wb_stb_o = wb_stb_i && sel_s1;
    assign s1_wb_we_o = wb_we_i;
    assign s2_wb_cyc_o = wb_cyc_i && sel_s2;
    assign s2_wb_stb_o = wb_stb_i && sel_s2;
    assign s2_wb_we_o = wb_we_i;
    assign s3_wb_cyc_o = wb_cyc_i && sel_s3;
    assign s3_wb_stb_o = wb_stb_i && sel_s3;
    assign s3_wb_we_o = wb_we_i;
    assign wb_dat_o = sel_s0 ? s0_wb_dat_i :
                      sel_s1 ? s1_wb_dat_i :
                      sel_s2 ? s2_wb_dat_i :
                      sel_s3 ? s3_wb_dat_i :
                      8'h00;
    assign wb_ack_o = s0_wb_ack_i | s1_wb_ack_i | s2_wb_ack_i | s3_wb_ack_i;
endmodule
### design/flow/run.sh
#!/bin/bash
# OpenROAD 26Q1-2900-gdf79404cd8, Yosys 0.63+post, stock flow scripts
make -C /OpenROAD-flow-scripts/flow DESIGN_CONFIG=/design/flow/config.mk WORK_HOME=/design/flow/orfs finish
==> job_summary.md <==
## Synthesis and layout report

| Metric | Value |
|---|---|
| Status | complete, no violations |
| Placement Cell Area | 1295 µm² |
| Largest net degree at the start of global routing | 14 |
| Cell area leaders | buf_4, a2111oi_2, nor2b_1 |
| Hold_buf cts | 0 |
| Final ANT Viol Nets | 0 |
| Number of global-route vias before repair | 962 |
| Yosys warning count | 0 |
| # port buffers | around 70 |
| Worst Hold Path Cells | 0 |
| Cell Type Count | 19 |
| Fill cell count | 326 |
| # Cells Yosys | 137 |
| Number of max-cap violations | 0 |
| DRT Wirelength | 3324 µm |
| Cell taking the most area after synthesis | buf_4 |
| Initial DRT Pass Iterations | 4 |
| Global-route wire length before repair | 5181 µm |
| Core Box Area | 3416 µm² |
| Die width | approximately 80 µm |
| Layout area overhead | 49.01% |
| Pwr/cell area | 144.9 nW/µm² |
| Final critical-path required period | about 2.2 ns |
| RePlAce Congestion | 0.7480 |
| Relative max-transition margin | between 70% and 80% |
| Count leader, synth | buf_4 |
| Int Pwr | 142.7 µW |
| Critical-path top delay cell | or4_4 |
| Fp_density | 29.67% |
| Crit-path cells | buf_2 -> or4_4 -> buf_4 -> a2111oi_2 -> o31ai_1 -> buf_2 |
| Full die area | 6400 µm² |
| Leakage | about 0.00057 µW |
| Non-Filler Instances | between 150 and 200 |
| OpenROAD warning count | 34 |
| Initial antenna violation count | 0 |
| Ports | 157 |
| Net Sw Power | 76.17 µW |
| Vias | 886 |
| Synth Seq Share | 0% |
| Type of the worst min-delay path | in2out |
| CP Capture Type | output pin |
| Logic pwr share | 100.0% |
| Most used cell along the critical path | buf_2 |
| Overflow after GRT | 0 |
| FP Rows | 21 |
| Critical Path RT | between 1.5 and 2 ns |
| Final worst path period share | 97.22% |
| Post-DP HPWL | 2528 µm |
| Switching Share | 34.80% |
| Hold Startpoint | wb_adr_i[0] |
| Design Area, Final | around 1500 µm² |
| Seq_cells | 0 |
| Clock group share of total power | 0% |
| WHS Endpoint | s0_wb_adr_o[0] |
| Hold Slack | ~0.9 ns |
| Final Hold Vio Count | 0 |
| Syn Std Cell Area | 1013 µm² |
| Critical path class | in2out |
| Max IR drop VDD | 0.05504 mV |
| Chip area in the Yosys report | 1013 µm² |
| Average size of a mapped cell | 7.398 µm² |
| Gr usage total | 9.859% |
| Violation tally from detailed-route iteration zero | 21 |
| Layout cell share with drive strength beyond 1 | about 37% |
| Vias/cell | 4.475 |
| ANT cells | 0 |
| Maximum fanout along the worst path | 3 |
| Highest cell delay on the worst timing path | 0.54 ns |
| Setup TNS | 0 ns |
| Critical Path AT | 1.78 ns |
| Post-Place Worst Slack | -0.6750 ns |
| Area leader share | 55.56% |
| Die height | 80 µm |
| # clk buffers | 0 |
| Worst-Margin Slew | slightly above 0.3 ns |
| Fin worst setup slack | 0.06390 ns |
| Sequential cell area | 0 µm² |
| Achievable frequency | 0.4472 GHz |
| DRC viols | 0 |
| Kind of start point of the critical path | input pin |
| Endpoints failing setup | 0 |
| Fin. max-slew vios | 0 |
| Post-Synthesis Cells | 137 |
| Sequential share of power | 0% |
| WL/cell | 16.79 µm |
| Synth cell count leaders | buf_4, nor2b_1, nand2_1 |
| Placed cells | 185 |
stage by stage:
step	total power [µW]	utilization, %
floorplan	119.8	-
global placement	193.9	37.91
detailed placement	195.1	37.91
CTS	217.1	43.96
global route	236.1	44.21
finish	218.9	44.21
final cells by class:
class	count	area [µm²]	share of cell area [%]
well taps	46	57.56	3.811
repair buffers	94	893.4	59.15
inverters	1	5.005	0.3314
multi-input cells	57	554.3	36.70
kinds of logic after synthesis:
logic type / share of synthesized area, %
simple gates: 19.51
compound gates: 21.73
buf+inv: 58.77
cell usage in the layout (no fill, tap or decap):
cell and instances:
a2111oi_2 1, a2111oi_4 7, a21oi_1 7, a21oi_2 1, and3_1 2, and4_1 1
buf_12 2, buf_2 10, buf_4 16, buf_6 7, bufbuf_16 1, clkbuf_2 1
clkdlybuf4s15_1 1, clkdlybuf4s50_1 50, clkinv_2 1, dlygate4sd2_1 5, dlymetal6s2s_1 1, nand2_1 8
nand2_2 1, nand3_1 1, nor2_1 3, nor2b_1 9, nor2b_2 1, nor4_4 1
nor4b_2 1, nor4b_4 1, o31ai_1 7, o31ai_2 1, or2_4 1, or4_1 1
or4_4 2
worst max-delay path, delay by kind of cell:
family | cells | cell delay [ns]
AND/OR/NAND/NOR | 1 | 0.54
buffers and inverters | 3 | 0.40
AND-OR/OR-AND | 2 | 0.37
metal layers:
| layer | vias up | global-route usage, % | wire length [µm] | part of all wire [%] |
|---|---|---|---|---|
| li1 | 431 | - | - | - |
| met1 | 399 | 13.18 | 1411 | 42 |
| met2 | 54 | 14.69 | 1469 | 44 |
| met3 | 2 | 4.091 | 429 | 13 |
| met4 | 0 | 1.408 | 13 | 0.39 |
| met5 | - | 0 | 0 | 0 |
repair_timing:
| action | CTS | global route |
|---|---|---|
| pin swaps | 18 | 10 |
| gates cloned | 2 | 0 |
| setup buffers | 14 | 0 |
| setup endpoints to repair | 14 | 7 |
| resized | 67 | 10 |
| hold endpoints to repair | 0 | 0 |
how the worst max path moves through the flow:
stage / start / end / cells past startpoint
4_1_cts: wb_adr_i[9] / wb_dat_o[1] / 9
5_1_grt: wb_adr_i[11] / s0_wb_stb_o / 7
6_report: wb_adr_i[10] / wb_dat_o[6] / 6
power by group through the flow:
| stage | combinational, µW | sequential (µW) | clock (µW) |
|---|---|---|---|
| 6_report | 219 | 0 | 0 |
| 4_1_cts | 217 | 0 | 0 |
| 5_1_grt | 236 | 0 | 0 |
Power and IR drop assume default switching activity.
