===== run.sh =====
#!/bin/bash
# OpenROAD 26Q1-2900-gdf79404cd8, Yosys 0.63+post, stock flow scripts
make -C /OpenROAD-flow-scripts/flow DESIGN_CONFIG=/design/flow/config.mk WORK_HOME=/design/flow/orfs finish

===== config.mk =====
export PLATFORM = sky130hd
export DESIGN_NAME = simple_spi_wb_bridge_debug
export DESIGN_NICKNAME = simple_spi_wb_bridge_debug
export VERILOG_FILES = /design/flow/design.v
export SDC_FILE = /design/flow/constraint.sdc
export NUM_CORES = 4
export LEC_CHECK = 1
export CORE_UTILIZATION = 30

===== constraint.sdc =====
current_design simple_spi_wb_bridge_debug

set clk_period 3.6
set clk_io_pct 0.2

create_clock -name clk0 -period $clk_period [get_ports {clk}]

set non_clock_inputs [all_inputs -no_clocks]
set_input_delay [expr $clk_period * $clk_io_pct] -clock clk0 $non_clock_inputs
set_output_delay [expr $clk_period * $clk_io_pct] -clock clk0 [all_outputs]

===== design.v =====
module simple_spi_wb_bridge_debug (
    input wire clk,
    input wire rst,
    input wire spi_sclk,
    input wire spi_mosi,
    input wire spi_cs_n,
    output reg [15:0] wb_adr_o,
    output reg [7:0] wb_dat_o,
    input wire [7:0] wb_dat_i,
    output reg wb_we_o,
    output reg wb_cyc_o,
    output reg wb_stb_o,
    input wire wb_ack_i,
    output wire uart_tx
);
    reg spi_cs_n_d1, spi_cs_n_d2;
    reg spi_sclk_d1, spi_sclk_d2;
    reg spi_mosi_d1, spi_mosi_d2;
    always @(posedge clk) begin
        spi_cs_n_d1 <= spi_cs_n;
        spi_cs_n_d2 <= spi_cs_n_d1;
        spi_sclk_d1 <= spi_sclk;
        spi_sclk_d2 <= spi_sclk_d1;
        spi_mosi_d1 <= spi_mosi;
        spi_mosi_d2 <= spi_mosi_d1;
    end
    wire spi_cs_active = !spi_cs_n_d2;
    wire spi_sclk_posedge = spi_sclk_d1 && !spi_sclk_d2;
    reg [2:0] bit_count;
    reg [7:0] byte_shift;
    reg [2:0] byte_count;   
    reg [7:0] cmd, addr_high, addr_low, data;
    reg [15:0] addr;   
    reg transaction_complete;
    always @(posedge clk or posedge rst) begin
        if (rst) begin
            bit_count <= 0;
            byte_shift <= 0;
            byte_count <= 0;
            cmd <= 0;
            addr_high <= 0;
            addr_low <= 0;
            addr <= 0;
            data <= 0;
            transaction_complete <= 0;
        end else begin
            transaction_complete <= 0;
            if (!spi_cs_active) begin
                bit_count <= 0;
                byte_count <= 0;
            end else if (spi_sclk_posedge) begin
                byte_shift <= {byte_shift[6:0], spi_mosi_d2};
                bit_count <= bit_count + 1;
                if (bit_count == 7) begin
                    bit_count <= 0;
                    case (byte_count)
                        3'd0: cmd <= {byte_shift[6:0], spi_mosi_d2};
                        3'd1: addr_high <= {byte_shift[6:0], spi_mosi_d2};
                        3'd2: addr_low <= {byte_shift[6:0], spi_mosi_d2};
                        3'd3: begin
                            data <= {byte_shift[6:0], spi_mosi_d2};
                            addr <= {addr_high, addr_low};   
                            transaction_complete <= 1;
                        end
                    endcase
                    byte_count <= byte_count + 1;
                end
            end
        end
    end
    localparam WB_IDLE = 2'd0;
    localparam WB_WAIT_ACK = 2'd1;
    localparam WB_DONE = 2'd2;
    reg [1:0] wb_state;
    reg [7:0] last_cmd, last_data;
    reg [15:0] last_addr;   
    reg wb_started;   
    always @(posedge clk or posedge rst) begin
        if (rst) begin
            wb_state <= WB_IDLE;
            wb_adr_o <= 0;
            wb_dat_o <= 0;
            wb_we_o <= 0;
            wb_cyc_o <= 0;
            wb_stb_o <= 0;
            last_cmd <= 0;
            last_addr <= 0;
            last_data <= 0;
            wb_started <= 0;
        end else begin
            case (wb_state)
                WB_IDLE: begin
                    wb_cyc_o <= 0;
                    wb_stb_o <= 0;
                    wb_started <= 0;
                    if (transaction_complete && cmd == 8'h01) begin
                        wb_adr_o <= addr;   
                        wb_dat_o <= data;
                        wb_we_o <= 1;
                        wb_cyc_o <= 1;
                        wb_stb_o <= 1;
                        wb_state <= WB_WAIT_ACK;
                        last_cmd <= cmd;
                        last_addr <= addr;   
                        last_data <= data;
                        wb_started <= 1;
                    end
                end
                WB_WAIT_ACK: begin
                    if (wb_ack_i) begin
                        wb_cyc_o <= 0;
                        wb_stb_o <= 0;
                        wb_state <= WB_DONE;
                    end
                end
                WB_DONE: begin
                    wb_state <= WB_IDLE;
                end
            endcase
        end
    end
    reg [26:0] uart_timer;
    reg uart_send_trigger;
    always @(posedge clk or posedge rst) begin
        if (rst) begin
            uart_timer <= 0;
            uart_send_trigger <= 0;
        end else begin
            uart_send_trigger <= 0;
            uart_timer <= uart_timer + 1;
            if (uart_timer == 27'd27_000_000) begin
                uart_timer <= 0;
                uart_send_trigger <= 1;
            end
        end
    end
    reg [7:0] uart_data;
    reg uart_send;
    wire uart_busy;
    uart_tx uart_inst (
        .clk(clk),
        .rst(rst),
        .data(uart_data),
        .send(uart_send),
        .tx(uart_tx),
        .busy(uart_busy)
    );
    reg [5:0] uart_state;   
    localparam UART_IDLE = 0;
    localparam UART_C = 1;
    localparam UART_C_COLON = 2;
    localparam UART_C_HI = 3;
    localparam UART_C_LO = 4;
    localparam UART_SPACE1 = 5;
    localparam UART_A = 6;
    localparam UART_A_COLON = 7;
    localparam UART_A_HH = 8;    
    localparam UART_A_HL = 9;    
    localparam UART_A_LH = 10;   
    localparam UART_A_LL = 11;   
    localparam UART_SPACE2 = 12;
    localparam UART_D = 13;
    localparam UART_D_COLON = 14;
    localparam UART_D_HI = 15;
    localparam UART_D_LO = 16;
    localparam UART_SPACE3 = 17;
    localparam UART_S = 18;
    localparam UART_S_COLON = 19;
    localparam UART_S_VAL = 20;
    localparam UART_NL = 21;
    function [7:0] hex_to_ascii;
        input [3:0] hex;
        begin
            hex_to_ascii = (hex < 10) ? (8'd48 + hex) : (8'd55 + hex);
        end
    endfunction
    always @(posedge clk or posedge rst) begin
        if (rst) begin
            uart_state <= UART_IDLE;
            uart_send <= 0;
            uart_data <= 0;
        end else begin
            uart_send <= 0;
            case (uart_state)
                UART_IDLE: if (uart_send_trigger) uart_state <= UART_C;
                UART_C: if (!uart_busy) begin
                    uart_data <= 8'd67; uart_send <= 1; uart_state <= UART_C_COLON;
                end
                UART_C_COLON: if (!uart_busy && !uart_send) begin
                    uart_data <= 8'd58; uart_send <= 1; uart_state <= UART_C_HI;
                end
                UART_C_HI: if (!uart_busy && !uart_send) begin
                    uart_data <= hex_to_ascii(last_cmd[7:4]); uart_send <= 1; uart_state <= UART_C_LO;
                end
                UART_C_LO: if (!uart_busy && !uart_send) begin
                    uart_data <= hex_to_ascii(last_cmd[3:0]); uart_send <= 1; uart_state <= UART_SPACE1;
                end
                UART_SPACE1: if (!uart_busy && !uart_send) begin
                    uart_data <= 8'd32; uart_send <= 1; uart_state <= UART_A;
                end
                UART_A: if (!uart_busy && !uart_send) begin
                    uart_data <= 8'd65; uart_send <= 1; uart_state <= UART_A_COLON;
                end
                UART_A_COLON: if (!uart_busy && !uart_send) begin
                    uart_data <= 8'd58; uart_send <= 1; uart_state <= UART_A_HH;
                end
                UART_A_HH: if (!uart_busy && !uart_send) begin
                    uart_data <= hex_to_ascii(last_addr[15:12]); uart_send <= 1; uart_state <= UART_A_HL;
                end
                UART_A_HL: if (!uart_busy && !uart_send) begin
                    uart_data <= hex_to_ascii(last_addr[11:8]); uart_send <= 1; uart_state <= UART_A_LH;
                end
                UART_A_LH: if (!uart_busy && !uart_send) begin
                    uart_data <= hex_to_ascii(last_addr[7:4]); uart_send <= 1; uart_state <= UART_A_LL;
                end
                UART_A_LL: if (!uart_busy && !uart_send) begin
                    uart_data <= hex_to_ascii(last_addr[3:0]); uart_send <= 1; uart_state <= UART_SPACE2;
                end
                UART_SPACE2: if (!uart_busy && !uart_send) begin
                    uart_data <= 8'd32; uart_send <= 1; uart_state <= UART_D;
                end
                UART_D: if (!uart_busy && !uart_send) begin
                    uart_data <= 8'd68; uart_send <= 1; uart_state <= UART_D_COLON;
                end
                UART_D_COLON: if (!uart_busy && !uart_send) begin
                    uart_data <= 8'd58; uart_send <= 1; uart_state <= UART_D_HI;
                end
                UART_D_HI: if (!uart_busy && !uart_send) begin
                    uart_data <= hex_to_ascii(last_data[7:4]); uart_send <= 1; uart_state <= UART_D_LO;
                end
                UART_D_LO: if (!uart_busy && !uart_send) begin
                    uart_data <= hex_to_ascii(last_data[3:0]); uart_send <= 1; uart_state <= UART_SPACE3;
                end
                UART_SPACE3: if (!uart_busy && !uart_send) begin
                    uart_data <= 8'd32; uart_send <= 1; uart_state <= UART_S;
                end
                UART_S: if (!uart_busy && !uart_send) begin
                    uart_data <= 8'd83; uart_send <= 1; uart_state <= UART_S_COLON;
                end
                UART_S_COLON: if (!uart_busy && !uart_send) begin
                    uart_data <= 8'd58; uart_send <= 1; uart_state <= UART_S_VAL;
                end
                UART_S_VAL: if (!uart_busy && !uart_send) begin
                    uart_data <= 8'd48 + wb_state; uart_send <= 1; uart_state <= UART_NL;
                end
                UART_NL: if (!uart_busy && !uart_send) begin
                    uart_data <= 8'd10; uart_send <= 1; uart_state <= UART_IDLE;
                end
                default: uart_state <= UART_IDLE;
            endcase
        end
    end
endmodule
module uart_tx (
    input wire clk,
    input wire rst,
    input wire [7:0] data,
    input wire send,
    output reg tx,
    output reg busy
);
    parameter CLKS_PER_BIT = 234;
    reg [15:0] clk_count;
    reg [3:0] bit_index;
    reg [9:0] shifter;
    always @(posedge clk or posedge rst) begin
        if (rst) begin
            tx <= 1'b1;
            busy <= 0;
            clk_count <= 0;
            bit_index <= 0;
            shifter <= 10'b1111111111;
        end else begin
            if (send && !busy) begin
                shifter <= {1'b1, data, 1'b0};
                busy <= 1;
                clk_count <= 0;
                bit_index <= 0;
            end else if (busy) begin
                if (clk_count < CLKS_PER_BIT - 1) begin
                    clk_count <= clk_count + 1;
                end else begin
                    clk_count <= 0;
                    tx <= shifter[0];
                    shifter <= {1'b1, shifter[9:1]};
                    bit_index <= bit_index + 1;
                    if (bit_index == 9) begin
                        busy <= 0;
                    end
                end
            end
        end
    end
endmodule

==> impl_metrics.toml <==
# physical design summary
[min_path]
min_path_type = "flip-flop to flip-flop"
min_from = "spi_cs_n_d1"
worstHoldEndpoint = "spi_cs_n_d2"
holdPathStages = 0

[route]
wl_per_cell_um = 14.7
drt-vias-per-instance = 4.77
drtIter0Drc = 404
firstDrtPassIters = 4
drc = 0
routed_wl_mm = 17.9
ant_nets = 0
diodes = 0
vias = 5812

[global_route]
grt_overflow = 0
grt_max_degree = 88
gr-usage-all-layers = 0.125
grt_pass1_wl_mm = 29.9
antenna_found_initial = 0
grt_pass1_vias = 5607

[cts]
htreeDepth = 4
clock-sinks = 194
insertion_delay_ns = 0.43
post_cts_resized = 0
clk_pin_slew_worst_paths_ns = 0.08
hold_buffers = 0
clk_path_buf_depth = 2
post_cts_buffers = 0
cts-buffers-inserted = 17
root_buffer = "clkbuf_16"
cts_tree = "yes"

[floorplan]
die-area_um2 = 30300
fp_util = 0.307
io_pins = 42
core_um2 = 28900
die_w_um = 174
die_h_um = 174
rows = 62

[layout]
syn_to_final_growth_pct = 15.1
layout_top_cell = "dfrtp_1"
nFillCells = 2815
final_cell_mix = "dfrtp_1, nand2_1, mux2_2"
fin_util = 0.354
layout-drive-gt1-share = 0.175

[final_timing]
tns_ns = 0
finalClockPeriodUsage = 0.703
drv_slew = 0
rsz0062_at_grt = "false"
setup_ws_ns = 1.07
period_minus_slack_ns = 2.53
max_freq_mhz = 395
worstMarginPinSlew_ns = 0.875
slew_headroom = 0.414
setup_viol = 0
hold_viol = 0
whs_ns = 0.332
skew_ns = 0.0117

[yosys]
syn_inst = 796
ys_ff = 194
yosys_warnings = 2
ys_seq_frac = 0.544
ys_cells = 796
synth-edff-count = 0
top_area_frac = 0.495
yosysChipArea_um2 = 8890
yosys_most_used_dff = "dfrtp_1"
syn_avg_cell_area_um2 = 11.2
largest_area_cell = "dfrtp_1"
syn_area_um2 = 8890
synthArstFlopShare = 0.969
synthDistinctLibCells = 69
area_leaders = "dfrtp_1, mux2_2, nand2_1, dfstp_2, ha_1"

[critical_path]
cp-end-kind = "flip-flop"
criticalPathCategory = "flip-flop to flip-flop"
r2r-end = "wb_adr_o[1]"
crit_arrival_ns = 2.85
start_kind = "flip-flop"
reg2reg_depth = 5
path_max_fanout = 31
crit_required_ns = 3.92
rrSetupSlack_ns = 1.07
r2r_start = "cmd[3]"

[place]
dpl.hpwl_mm = 12.1
gp_congestion = 0.902
port_buffers = 33
preCtsSetupSlack_ns = 1.06

[power_and_ir_drop]
p_leak_nw = 4.65
power_mw = 4.29
peakVddDrop_v = 0.000296
power_density_nw_per_um2 = 419

[outcome]
outcome = "finished clean"

[run]
warnings = 39
maxCapViolCount = 0
per-layer routing:
| metal | GRT usage | wire length (um) | vias up |
|---|---|---|---|
| met5 | 0 | 0 | - |
| met4 | 0.0106 | 146 | 0 |
| met3 | 0.0227 | 741 | 10 |
| met2 | 0.184 | 7980 | 72 |
| met1 | 0.206 | 9000 | 2848 |
| li1 | - | - | 2882 |
cell usage after synthesis, drive strengths merged, types with 3 or more instances:
master	count
nor2	33
a22oi	6
xnor2	15
dfxtp	6
dfrtp	176
nor4bb	4
a211oi	7
nand2b	6
a21oi	32
ha	21
clkbuf	20
and4b	7
a21boi	4
a41oi	3
a21o	4
nand3	22
inv	39
a31oi	10
o21ai	40
mux2	82
and2	15
xor2	14
mux2i	6
a221o	5
dfstp	12
and3	10
nand4	12
o211ai	7
or3	4
nor4b	3
nor4	13
nor2b	8
a22o	4
nor3	8
buf	13
nand2	98
sequential cells by signal, indices dropped and copies added, names as in the netlist, 3 cells and up, named ones only:
register	count
uart_inst.clk_count	16
wb_adr_o	16
uart_inst.shifter	9
data	8
last_cmd	8
addr	16
addr_high	8
byte_shift	7
uart_state	3
addr_low	8
bit_count	3
byte_count	3
uart_inst.bit_index	4
wb_dat_o	8
uart_data	7
uart_timer	27
wb_state	3
cmd	8
worst max path at each step:
stage                  from       endpoint  cells after the start
finish               cmd[3]    wb_adr_o[1]                      5
CTS                  cmd[3]    wb_adr_o[1]                      5
global route  uart_timer[0]  uart_timer[7]                      6
worst max-delay path, stage by stage (launching register included):
cell and delay (ns):
dfrtp_1 0.38, nor4_1 0.29, nand3b_1 0.16, nor4b_4 0.54, nand2_2 0.56, mux2_1 0.48
where the power goes:
group	internal [mW]	leakage [nW]	switching, mW	total [mW]
clock network	0.963	0.303	0.965	1.93
registers	2.21	2.61	0.0591	2.27
logic	0.0380	1.73	0.0521	0.0901
layout make-up:
class | count | area [um^2] | area share
multi-input combinational | 530 | 3730 | 0.365
tap | 384 | 480 | 0.0470
inverter | 39 | 150 | 0.0147
clock buffer | 17 | 425 | 0.0416
clock inverter | 15 | 201 | 0.0197
timing repair buffer | 39 | 400 | 0.0391
sequential | 194 | 4840 | 0.473
cells by family (layout without fill, tap and decap cells):
group	Yosys count	count (layout)	share of synthesized area
simple gates	253	253	0.151
flops	194	194	0.544
compound gates	139	139	0.101
mux	88	88	0.111
buf+inv	72	110	0.0353
xor+xnor	29	29	0.0286
fa+ha+maj	21	21	0.0296
per-stage QoR:
step | area (um^2) | std cells
2_1_floorplan | 8890 | 796
3_3_place_gp | 9610 | 1186
3_5_place_dp | 9610 | 1186
4_1_cts | 10200 | 1218
5_1_grt | 10200 | 1218
6_report | 10200 | 1218
Power and IR drop assume default switching activity.
